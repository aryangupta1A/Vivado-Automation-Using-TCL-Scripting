==> flow/design.v <==
`timescale 1ns / 1ps
module top_Traffic_Controller_Led(clk,reset,north_dir, south_dir, east_dir, west_dir);
input logic clk,reset;  
output logic [2:0] north_dir;  
output logic [2:0] west_dir;  
output logic [2:0] east_dir;  
output logic [2:0] south_dir;  
logic [3:0] time_counter;  
typedef enum {north_green, north_yellow, south_green, south_yellow, east_green, east_yellow, west_green, west_yellow} state ;
state current_state;
always_ff @(posedge clk) begin
  if(!reset) begin
    current_state <= north_green;  
    time_counter=4'b0;  
  end else begin
    time_counter=time_counter+4'b0001;  
    unique case(current_state)
      north_green: begin
        if(time_counter == 10) begin
          current_state = north_yellow;  
          time_counter = 4'b0;  
        end
      end
      north_yellow: begin
        if(time_counter == 5) begin
          current_state = south_green;  
          time_counter = 4'b0;  
        end
      end
      south_green: begin
        if(time_counter == 10) begin
          current_state = south_yellow;  
          time_counter = 4'b0;  
        end
      end
      south_yellow: begin
        if(time_counter == 5) begin
          current_state = east_green;
          time_counter = 4'b0;
        end
      end
      east_green: begin
        if(time_counter == 10) begin
          current_state = east_yellow;
          time_counter = 4'b0;
        end
      end
      east_yellow: begin
        if(time_counter == 5) begin
          current_state = west_green;
          time_counter = 4'b0;
        end
      end
      west_green: begin   
        if(time_counter == 10) begin
          current_state = west_yellow;
          time_counter = 4'b0;
        end
      end
      west_yellow: begin
        if(time_counter == 5) begin
          current_state = north_green;
          time_counter = 4'b0;
        end
      end
    endcase
  end
end
assign north_dir=(current_state==north_green)?001:(current_state==north_yellow)?010:100;
assign south_dir=(current_state==south_green)?001:(current_state==south_yellow)?010:100;
assign east_dir=(current_state==east_green)?001:(current_state==east_yellow)?010:100;
assign west_dir=(current_state==west_green)?001:(current_state==west_yellow)?010:100;
endmodule
==> flow/run.sh <==
#!/bin/bash
# OpenROAD 26Q1-2900-gdf79404cd8, Yosys 0.63+post, stock flow scripts
make -C /OpenROAD-flow-scripts/flow DESIGN_CONFIG=/design/flow/config.mk WORK_HOME=/design/flow/orfs finish
==> flow/config.mk <==
export PLATFORM = sky130hd
export DESIGN_NAME = top_Traffic_Controller_Led
export DESIGN_NICKNAME = top_Traffic_Controller_Led
export VERILOG_FILES = /design/flow/design.v
export SDC_FILE = /design/flow/constraint.sdc
export NUM_CORES = 4
export LEC_CHECK = 1
export CORE_AREA = 10 10 79 79
export DIE_AREA = 0 0 89 89
==> flow/constraint.sdc <==
current_design top_Traffic_Controller_Led

set clk_period 2.1
set clk_io_pct 0.2

create_clock -name clk0 -period $clk_period [get_ports {clk}]

set non_clock_inputs [all_inputs -no_clocks]
set_input_delay [expr $clk_period * $clk_io_pct] -clock clk0 $non_clock_inputs
set_output_delay [expr $clk_period * $clk_io_pct] -clock clk0 [all_outputs]
==> impl_metrics.prom <==
# HELP chip_impl_metric Flow report values
# TYPE chip_impl_metric gauge
chip_impl_info{name="run_status",value="complete, no violations"} 1
chip_impl_metric{name="io_pins",unit=""} 14
chip_impl_info{name="r2r-end",value="time_counter[0]"} 1
chip_impl_metric{name="routed_wirelength",unit="um"} 1430
chip_impl_metric{name="seq_area",unit="um^2"} 240
chip_impl_metric{name="yosysWarningCount",unit=""} 1
chip_impl_metric{name="synthesis.area_per_instance",unit="um^2"} 8.91
chip_impl_metric{name="dr_total_vias",unit=""} 553
chip_impl_metric{name="power.density",unit="nW/um^2"} 620
chip_impl_metric{name="grt_pass1_vias",unit=""} 509
chip_impl_info{name="cts_tree",value="built"} 1
chip_impl_metric{name="warnings",unit=""} 27
chip_impl_metric{name="ys_cells",unit=""} 73
chip_impl_metric{name="clkSlewWorstSetupHoldPaths",unit="ns"} 0.05
chip_impl_metric{name="die_area",unit="um^2"} 7920
chip_impl_info{name="grt_setup_unrepaired",value="false"} 1
chip_impl_metric{name="syn_area",unit="um^2"} 651
chip_impl_metric{name="worst_slack_on_hold_paths",unit="ns"} 0.537
chip_impl_metric{name="worst-endpoint-arrival",unit="ns"} 1.28
chip_impl_metric{name="avgViaCountPerCell",unit=""} 3.98
chip_impl_metric{name="timing.final.hold_violations",unit=""} 0
chip_impl_metric{name="finalSetupViolations",unit=""} 0
chip_impl_metric{name="num_rows",unit=""} 25
chip_impl_info{name="layout_top_cells",value="13 x sky130_fd_sc_hd__clkdlybuf4s50_1, 12 x sky130_fd_sc_hd__dfxtp_1, 9 x sky130_fd_sc_hd__nand2_1, 7 x sky130_fd_sc_hd__o22ai_1, 6 x sky130_fd_sc_hd__nor2_1"} 1
chip_impl_metric{name="drtAntennaViolNets",unit=""} 0
chip_impl_metric{name="detail_route.first_pass.iterations",unit=""} 4
chip_impl_metric{name="finalCritPeriodShare",unit="%"} 80.8
chip_impl_metric{name="worst_margin_slew",unit="ns"} 0.396
chip_impl_metric{name="power.static_leakage",unit="uW"} 0.000327
chip_impl_info{name="ys_top_cells_by_area",value="sky130_fd_sc_hd__dfxtp_1 37%, sky130_fd_sc_hd__o22ai_1 6.7%, sky130_fd_sc_hd__ha_1 5.8%"} 1
chip_impl_metric{name="clock_latency",unit="ns"} 0.24
chip_impl_metric{name="tritoncts_num_sinks",unit=""} 12
chip_impl_metric{name="maxSlewViolCount",unit=""} 0
chip_impl_metric{name="power_frac_seq",unit="%"} 44.5
chip_impl_metric{name="grt_ovf",unit=""} 0
chip_impl_metric{name="synthesis.instances",unit=""} 73
chip_impl_metric{name="netSwitchingFraction",unit="%"} 22.6
chip_impl_metric{name="yosys.stat.chipArea",unit="um^2"} 651
chip_impl_metric{name="cts_max_level",unit=""} 1
chip_impl_metric{name="grt_max_degree",unit=""} 9
chip_impl_metric{name="cts_resized",unit=""} 0
chip_impl_metric{name="power.clock.fraction",unit="%"} 46.8
chip_impl_metric{name="initial_drt_markers",unit=""} 76
chip_impl_metric{name="initial_antenna_violation_count",unit=""} 0
chip_impl_metric{name="area_growth",unit="%"} 34.0
chip_impl_metric{name="layout_min_cycle_time",unit="ns"} 1.70
chip_impl_metric{name="post_route_cells_drive_above_1_share",unit="%"} 11.8
chip_impl_metric{name="post_detailed_route_drc_marker_count",unit=""} 0
chip_impl_metric{name="final.fill_count",unit=""} 501
chip_impl_metric{name="floorplan.core_area",unit="um^2"} 4660
chip_impl_info{name="timing_worst_setup_path_type",value="reg2out"} 1
chip_impl_metric{name="cts-hold-fix-buffers",unit=""} 0
chip_impl_metric{name="place_congestion",unit=""} 0.837
chip_impl_metric{name="max_cap_viol_count",unit=""} 0
chip_impl_metric{name="die_h",unit="um"} 89
chip_impl_metric{name="max_slew_margin",unit="%"} 73.4
chip_impl_metric{name="cp_max_fo",unit=""} 6
chip_impl_metric{name="wl_per_cell",unit="um"} 10.3
chip_impl_info{name="timing.critical_path.to_type",value="output pin"} 1
chip_impl_info{name="synth.largest_area_cell",value="sky130_fd_sc_hd__dfxtp_1"} 1
chip_impl_metric{name="area_taken_by_multi_input_logic_gates",unit="um^2"} 353
chip_impl_metric{name="overall_power_after_layout",unit="uW"} 540
chip_impl_metric{name="comb_power_share",unit="%"} 8.6
chip_impl_metric{name="antennaDiodeCount",unit=""} 0
chip_impl_info{name="buffer_type_at_the_clock_tree_root",value="sky130_fd_sc_hd__clkbuf_8"} 1
chip_impl_metric{name="post_cts_setup_driven_buffer_insertion_count",unit=""} 0
chip_impl_metric{name="clk_path_buf_depth",unit=""} 2
chip_impl_metric{name="share_of_the_core_filled_by_cells_before_placement",unit="%"} 14.0
chip_impl_info{name="worst_setup_path_startpoint",value="current_state[7]"} 1
chip_impl_info{name="layout_top_cell_excl_fill_tap",value="sky130_fd_sc_hd__clkdlybuf4s50_1"} 1
chip_impl_info{name="rr_startpoint",value="time_counter[0]"} 1
chip_impl_metric{name="timing.clock.skew",unit="ns"} 0.00191
chip_impl_metric{name="power.switching",unit="uW"} 122
chip_impl_metric{name="cell_internal_pwr",unit="uW"} 418
chip_impl_metric{name="worst_ep_required_time",unit="ns"} 1.68
chip_impl_info{name="endpoint",value="west_dir[1]"} 1
chip_impl_metric{name="yosys_register_bits",unit=""} 12
chip_impl_info{name="crit_path_start_kind",value="register"} 1
chip_impl_metric{name="netlist.area_leader.share",unit="%"} 36.9
chip_impl_metric{name="port_buffers",unit=""} 13
chip_impl_metric{name="timing.reg2reg.worst_path_depth",unit=""} 5
chip_impl_metric{name="grt_first_pass_wirelength",unit="um"} 2250
chip_impl_metric{name="overall_routing_resource_usage",unit="%"} 3.40
chip_impl_metric{name="vdd_drop_max",unit="mV"} 0.158
chip_impl_metric{name="fmax",unit="MHz"} 590
chip_impl_metric{name="number_of_buffers_inserted_during_clock_tree_synthesis",unit=""} 3
chip_impl_metric{name="synth_sequential_area_ratio",unit="%"} 36.9
chip_impl_metric{name="die_x",unit="um"} 89
chip_impl_info{name="min_path_type",value="reg2reg"} 1
chip_impl_metric{name="r2r_slack",unit="ns"} 0.48
chip_impl_metric{name="detailedPlacementHpwl",unit="um"} 1110
chip_impl_metric{name="timing.setup.tns",unit="ns"} 0
chip_impl_metric{name="yosys.cell_types.count",unit=""} 27
==> critical path, stage by stage, from the launching register on <==
cell and delay [ns]:
sky130_fd_sc_hd__dfxtp_1 0.42, sky130_fd_sc_hd__nor2b_1 0.15, sky130_fd_sc_hd__clkdlybuf4s50_1 0.47
==> through the flow <==
stage	cells	worst slack (ns)	util (%)	cell area [um^2]
global route	139	0.310	18.7	872
detailed placement	135	0.482	17.5	817
global placement	135	0.525	17.5	817
finish	139	0.404	18.7	872
floorplan	73	0.607	-	651
CTS	139	0.394	18.7	872
==> sequential cells by signal, indices dropped and copies added (netlist names) <==
signal	flops
current_state	8
time_counter	4
==> layout make-up <==
type	count	share of cell area (%)
inverters	5	2.15
well taps	54	7.75
clock buffers	4	6.31
flip-flops and latches	12	27.5
repair buffers	14	15.8
multi-input cells	50	40.5
==> per-layer routing <==
metal	vias to the layer above	GRT usage (%)	share of wire, %
met5	-	0	0
met1	257	4.38	48
met2	12	5.32	43
li1	282	-	-
met3	2	1.10	6.5
met4	0	1.01	2.4
==> kinds of logic after synthesis <==
kind of cell,synth area share [%]
flops,36.9
simple gates,19.8
compound gates,22.1
fa+ha+maj,5.77
buf+inv,8.85
xor+xnor,6.54
==> worst min-delay path by stage <==
stage / start / endpoint / slack, ns / cells after the start
global route: current_state[3] / current_state[7] / 0.56 / 2
CTS: current_state[1] / current_state[5] / 0.54 / 2
finish: current_state[1] / current_state[5] / 0.54 / 2
==> cells in the mapped netlist <==
library cell / instances
sky130_fd_sc_hd__a221o_1: 1
sky130_fd_sc_hd__buf_4: 4
sky130_fd_sc_hd__buf_2: 1
sky130_fd_sc_hd__nand2_1: 9
sky130_fd_sc_hd__nor4_1: 1
sky130_fd_sc_hd__a21oi_1: 1
sky130_fd_sc_hd__or4_1: 1
sky130_fd_sc_hd__a31o_4: 1
sky130_fd_sc_hd__nand2_2: 1
sky130_fd_sc_hd__a41oi_2: 1
sky130_fd_sc_hd__xnor2_1: 1
sky130_fd_sc_hd__o22ai_1: 7
sky130_fd_sc_hd__xnor2_2: 1
sky130_fd_sc_hd__and4bb_1: 1
sky130_fd_sc_hd__dfxtp_1: 12
sky130_fd_sc_hd__inv_1: 5
sky130_fd_sc_hd__a41o_1: 1
sky130_fd_sc_hd__xor2_1: 2
sky130_fd_sc_hd__nor2_1: 6
sky130_fd_sc_hd__a211oi_1: 3
sky130_fd_sc_hd__a31oi_1: 1
sky130_fd_sc_hd__nor2b_1: 4
sky130_fd_sc_hd__ha_1: 3
sky130_fd_sc_hd__o31ai_2: 1
sky130_fd_sc_hd__nor3_1: 1
sky130_fd_sc_hd__nand3_1: 2
sky130_fd_sc_hd__buf_1: 1
==> power groups by stage <==
stage	clock [uW]	sequential, uW	combinational [uW]
after CTS	257	241	46.2
after global routing	269	242	51.0
final	253	241	46.6
No activity file was given, so power comes from the tool's default toggle rates.
