--- ./run.sh ---
#!/bin/bash
# OpenROAD 26Q1-2900-gdf79404cd8, Yosys 0.63+post, stock flow scripts
make -C /OpenROAD-flow-scripts/flow DESIGN_CONFIG=/design/flow/config.mk WORK_HOME=/design/flow/orfs finish
--- ./config.mk ---
export PLATFORM = sky130hd
export DESIGN_NAME = top_clock_divider
export DESIGN_NICKNAME = top_clock_divider
export VERILOG_FILES = /design/flow/design.v
export SDC_FILE = /design/flow/constraint.sdc
export NUM_CORES = 4
export LEC_CHECK = 1
export CORE_AREA = 10 10 95 95
export DIE_AREA = 0 0 105 105
--- ./constraint.sdc ---
current_design top_clock_divider

set clk_period 5.6
set clk_io_pct 0.2

create_clock -name clk0 -period $clk_period [get_ports {clk_in}]

set non_clock_inputs [all_inputs -no_clocks]
set_input_delay [expr $clk_period * $clk_io_pct] -clock clk0 $non_clock_inputs
set_output_delay [expr $clk_period * $clk_io_pct] -clock clk0 [all_outputs]
--- ./design.v ---
`timescale 1ns / 1ps
module top_clock_divider(clk_in , led);
input clk_in;
output led;
reg [30:0] count = 0;
reg clk_out;  
always@(posedge clk_in)
begin
count = count +1 ;
if (count == 200000000 )
begin
count<=0;
clk_out = ~clk_out;
end
end
assign led = clk_out;       
endmodule
==> metrics.csv <==
metric;value;unit
warnings;25;
antenna_found_initial;0;
top_area_share;36.96;%
grt_max_degree;15;
fmax;341.7;MHz
ys_cells;188;
rr_startpoint;count[16];
clock_sinks;32;
fp.coreArea;6907;sq um
grt_pass1_vias;1293;
area_growth;10.51;%
clock_skew;0.009010;ns
outcome;completed;
dieArea;11030;sq um
rsz0062_at_grt;false;
htreeDepth;2;
utilization;26.87;%
crit-reg2reg-capture;count[24];
fp_util;24.31;%
drive_gt1_share;12.11;%
io_buffers;1;
min_period_over_period;52.26;%
ys_seq_share;38.75;%
irDropWorstVdd;0.07672;mV
drt_first_iter_violations;63;
holdCritPathClass;register to register;
required;5.76;ns
cp.arrival;3.08;ns
worst-setup-path-type;register to register;
fill_cells;746;
fp.dieW;105;um
worstHoldStart;count[0];
synth_cells;188;
worst_pin_slew;0.7406;ns
holdPathStages;1;
final_cell_area;1856;sq um
cts_buffers;5;
comb_area;967.2;sq um
crit_path_max_fanout;14;
top_area_cell;dfxtp_1;
post_cts_buffers;0;
p_per_area;212.5;nW/um^2
ys_types;43;
place_area;1774;sq um
cp-start-kind;register;
clk-insertion-delay-late;0.28;ns
instances_no_fill;286;
placedCellCount;278;
drt_drc_violations_left;0;
area_leaders;dfxtp_1 (37%), xnor2_1 (10%), xor2_1 (4.7%);
synth_flops;32;
hold_viol;0;
edf_count;1;
io_pins;2;
std_cell_rows;30;
finalSetupViolations;0;
async_flop_share;0;%
cts_resized;0;
tns;0;ns
clockRootBuffer;clkbuf_8;
top_cell;dfxtp_1;
overflow;0;
syn_avg_cell_area;8.931;sq um
cts.clk_slew.worst_paths;0.07;ns
firstDrtPassIters;4;
synth-main-ff-cell;dfxtp_1;
dp_hpwl;2419;um
cts_tree;built;
drv_slew;0;
wl_per_cell;11.80;um
drtAntennaViolNets;0;
netlist_area;1679;sq um
grt_pass1_wl;6009;um
regArea;650.6;sq um
drt-total-wl;3374;um
vias_per_cell;4.643;
vias;1328;
drv_cap;0;
p_leak;0.6317;nW
fin_crit;2.927;ns
yosysWarnings;1;
fp.dieH;105;um
holdPathEnd;count[0];
gp_congestion;0.8256;
hold_buffers;0;
grtUsageTotal;6.241;%
ys_area;1679;sq um
rr_worst_depth;7;
n_antenna_cell;0;
end_kind;register;
common_cells;dfxtp_1 (31), xnor2_1 (20), nor2_1 (14);
clk_path_buf_depth;2;
relSlewSlack;50.25;%
worst-r2r-setup-slack;2.67;ns
[per-layer routing]
layer  track usage [%]  wire (um)  vias up
li1                  -          -      675
met1             8.585       1702      624
met2             9.520       1471       25
met3             1.739        149        4
met4             1.471         52        0
met5                 0          0        -
[worst max-delay path, cell delays in order (launching register included)]
cell and delay [ns]:
dfxtp_1 0.43, nand4_1 0.18, or4_4 0.58, or4_4 0.55, mux2i_1 0.15, nor4_1 0.36
and4bb_4 0.45, nor2_1 0.09
[report_power, final]
| part | switching (mW) | internal, mW |
|---|---|---|
| combinational | 0 | 0 |
| sequential | 0 | 0.229 |
| clock | 0.0788 | 0.0870 |
| total | 0.0788 | 0.316 |
[registers in the layout (all words and copies together) (netlist names)]
name	count
count	31
clk_out	1
[worst max path at each step]
stage,from,to,slack (ns),depth (start not counted)
CTS,count[16],count[24],2.66,7
global route,count[0],count[21],2.51,8
finish,count[16],count[24],2.67,7
[cell type report]
cell class | instances | share of cell area (%)
Multi-Input combinational cell | 142 | 52.12
Sequential cell | 32 | 35.06
Tap cell | 96 | 6.473
Clock buffer | 7 | 4.113
Inverter | 7 | 1.416
Timing Repair Buffer | 1 | 0.5394
Clock inverter | 1 | 0.2697
[logic make-up after synthesis]
family | share of synthesized area [%]
xor gates and xnor gates | 15.13
buffers and inverters | 3.651
adders and majority gates | 0.7450
muxes | 1.192
and+or+nand+nor | 34.20
AOI/OAI and AO/OA | 6.334
DFF | 38.75
[placed cells by master (no fill, tap or decap), types with 3 or more instances in the layout]
cell	instances
dfxtp_1	31
xnor2_1	20
nor2_1	14
nand4_1	12
xor2_1	9
nand3_1	9
nand2_1	8
inv_1	7
nor2_2	7
nor3_1	6
and3_1	6
nor4_1	6
clkbuf_8	5
or2_2	4
and2_1	3
o21ai_0	3
[metrics by stage]
stage	total power [mW]	setup slack (ns)	hold WS, ns
global placement	0.2337	2.756	0.4744
CTS	0.4013	2.663	0.5025
detailed placement	0.2337	2.689	0.4851
finish	0.3944	2.673	0.5047
floorplan	0.2337	2.893	0.4608
global route	0.4095	2.515	0.5385
No activity file was given, so power comes from the tool's default toggle rates.
