### /design/flow/design.v
`timescale 1ns / 1ps
module top_regfile #(
  parameter M = 32, 
  parameter N = 32
) (
  input logic clk,
  input logic we,
  input logic [$clog2(M)-1:0] rw,
  input logic [$clog2(M)-1:0] r1,
  input logic [$clog2(M)-1:0] r2,
  input logic [N-1:0] din,
  output logic [N-1:0] dout1,
  output logic [N-1:0] dout2
);
  logic [N-1:0] memory[M-1:0];
  always_ff @(posedge clk) begin
    if (we) begin
    memory[rw] <= din; end  
    dout1 <= memory[r1];
    dout2 <= memory[r2];
  end
endmodule
### /design/flow/run.sh
#!/bin/bash
# OpenROAD 26Q1-2900-gdf79404cd8, Yosys 0.63+post, stock flow scripts
make -C /OpenROAD-flow-scripts/flow DESIGN_CONFIG=/design/flow/config.mk WORK_HOME=/design/flow/orfs finish
### /design/flow/config.mk
export PLATFORM = sky130hd
export DESIGN_NAME = top_regfile
export DESIGN_NICKNAME = top_regfile
export VERILOG_FILES = /design/flow/design.v
export SDC_FILE = /design/flow/constraint.sdc
export NUM_CORES = 4
export LEC_CHECK = 1
export CORE_UTILIZATION = 50
### /design/flow/constraint.sdc
current_design top_regfile

set clk_period 5.1
set clk_io_pct 0.2

create_clock -name clk0 -period $clk_period [get_ports {clk}]

set non_clock_inputs [all_inputs -no_clocks]
set_input_delay [expr $clk_period * $clk_io_pct] -clock clk0 $non_clock_inputs
set_output_delay [expr $clk_period * $clk_io_pct] -clock clk0 [all_outputs]
==> run notes <==
Status of the implementation.

- The flow ran to the end, and the final reports show no timing, DRC or antenna violations.
- For this run, the register share of the synthesized area comes to around 64%.
- The critical-path cell with the highest stage delay is sky130_fd_sc_hd__nand2b_2, for reference.
- The CTS buffer count is 114, for reference.
- The final report gives the core utilization as 57.5%.
- The initial utilization of the core area, before any placement, comes to 50.7%.
- In the final run the clock tree shows a worst skew of around 24 ps.
- The required time of the worst setup path is 5590 ps, for reference.
- The overall routing resource usage is 33.3%, for reference.
- The routed wire length per instance is 31.1 um, for reference.
- The post-synth design cell area is 50,100 um2, for reference.
- Yosys reported a register bit count of 1,088.
- The relative slew slack is 34.6%, for reference.
- After detailed routing, the number of vias per cell comes to 6.40.
- The overall die size recorded for this design is 101,000 um2.
- The pre-antenna-repair detailed-routing pass consisted of 7 iterations.
- The reg-to-reg setup timing slack is 3440 ps, for reference.
- In this run the count of I/O pins placed on the die edge is 113.
- The skew report gives the latency at the later pin of the worst-skew pair as 700 ps.
- The first-pass GRT wire length is around 220,000 um, for reference.
- For the finished layout, the period the worst path requires is about 3200 ps.
- In this run the power density over the cells is 355 nW/um2.
- Nets still carrying antenna violations after routing amount to 0.
- The detailed router finished its first iteration with 2,070 violations.
- Of the cells placed in the final design, the portion with a size suffix greater than 1 is about a tenth.
- The filler cell count in the final layout is 7,396, for reference.
- Walking the worst path, the cells encountered are clkdlybuf4s50_1, nand2b_2, buf_4, a21oi_1, a31oi_1, nand3_1.
- The wire length after detailed routing is ~150,000 um, for reference.
- The largest voltage drop on the vdd net is 0.292 mV, for reference.
- Per the OpenROAD floorplan log, the area of the core is around 99,000 um2.
- The path class of the tightest hold or removal check is reg -> reg.
- The maximum frequency from static timing analysis is 309 MHz, for reference.
- The critical path class is in -> reg, for reference.
- Summing over every cut layer, the via total after detailed routing is approximately 32,000.
- TritonCTS built the clock tree.
- The x dimension of the die is approximately 320 um, for reference.
- The number of buffer and inverter instances along the worst setup path is 2, for reference.
- The synth_stat.txt file lists the number of cells as 3,450.
- In the finished design, the share of the clock period the worst path needs comes to 63.6%.
- The via count of the first global-routing pass is about 33,000.
- Looking at the critical path, the highest net fanout was 18.
- The row count is 115, for reference.
- The placement report lists the number of port buffers as roughly 110.
- After synthesis, the mean cell area works out to 14.5 um2.
- Per the detail_route report, inserted antenna diodes total 0.
- The estimated wirelength of the detail-placed design is 89,100 um, for reference.
- The area growth from synthesis to final layout is 13.5%, for reference.
- Setup repair after global routing left no endpoint under its margin.
- The number of antenna violations at the first check in global routing is 5, for reference.
- The transition time recorded at the tightest slew-check pin is 981 ps.
- The congestion estimate from routability-driven global placement came to approximately 0.9.
- The final layout reports a setup TNS of 0 ps.
- Counting along the longest clock path gives a buffer depth of 3.
- In this run, distinct cell masters in the synthesized netlist total 24.
- The root cell of the clock tree is sky130_fd_sc_hd__clkbuf_16, for reference.
- The leakage dissipation is 21.0 nW, for reference.
- The number of setup buffers added after CTS is 0, for reference.
- The final count of hold timing violations is 0, for reference.
- The tool warning count is 26, for reference.
- For this design, the CTS-stage hold fixing added 0 buffers.
- The area reported by Yosys stat is approximately 50,000 um2, for reference.
- STA classifies the critical path endpoint as a register.
- The gate family responsible for the most delay along the worst path is buffers and inverters, for reference.
- The arrival time at the worst endpoint is 3730 ps, for reference.
- The die is 318 um tall.
- Per the post-CTS timing run, clock transition at the registers of the reported paths is around 60 ps.
- The number of gates resized after CTS was 0.
- The startpoint kind of the worst setup timing path is an input pin, for reference.
- Per the GRT congestion report, total overflow comes to 0.
- The clock tree has to reach 1,088 sinks.
- The number of violations of the max-capacitance limit is 0, for reference.
- The synthesized netlist handed to floorplanning was reported with a cell count of approximately 3,500.
- Per the CTS log, the maximum H-tree level is 3.
- For this run, the slowest stage of the critical path takes 840 ps.
- Counting the warning lines in the Yosys log gives 1.
- Entering global routing, the biggest net connects 90 pins.
- Per the detail_route report, DRC violations left total 0.
- The final timing report counts setup violations totalling 0.
- The final tally of max-slew violations is 0, for reference.
[cells in the final DEF, fill, tap and decap left out]
cell type                         instances
sky130_fd_sc_hd__nor2_4                  34
sky130_fd_sc_hd__or3b_2                   3
sky130_fd_sc_hd__nand2_1                193
sky130_fd_sc_hd__clkinvlp_4               6
sky130_fd_sc_hd__nand3b_1                 5
sky130_fd_sc_hd__and2_4                   2
sky130_fd_sc_hd__dfxtp_1                 64
sky130_fd_sc_hd__bufinv_16               13
sky130_fd_sc_hd__or2_2                    2
sky130_fd_sc_hd__buf_12                  28
sky130_fd_sc_hd__edfxtp_1              1024
sky130_fd_sc_hd__clkinv_1                10
sky130_fd_sc_hd__buf_8                    2
sky130_fd_sc_hd__a31oi_1                 64
sky130_fd_sc_hd__inv_6                    1
sky130_fd_sc_hd__clkbuf_1                35
sky130_fd_sc_hd__clkbuf_16              119
sky130_fd_sc_hd__nor2_1                   1
sky130_fd_sc_hd__a22oi_1                192
sky130_fd_sc_hd__nor2b_4                  4
sky130_fd_sc_hd__clkbuf_8                 5
sky130_fd_sc_hd__buf_4                  121
sky130_fd_sc_hd__nand2b_2                 4
sky130_fd_sc_hd__a22o_1                 128
sky130_fd_sc_hd__clkinv_2                20
sky130_fd_sc_hd__a21oi_1                192
sky130_fd_sc_hd__clkdlybuf4s50_1        110
sky130_fd_sc_hd__or3_1                    1
sky130_fd_sc_hd__nand2_2                  2
sky130_fd_sc_hd__nor3_1                  64
sky130_fd_sc_hd__nand3_1                194
sky130_fd_sc_hd__mux2i_1               1024
sky130_fd_sc_hd__clkinv_4                 3
[sequential cells by signal, indices dropped and copies added (netlist names)]
signal / flops
dout1: 32
dout2: 32
memory: 1024
[worst paths after layout]
kind,startpoint,end,depth (start not counted)
worst min register to register,memory[20][12],dout2[12],4
worst min-delay path,memory[20][12],dout2[12],4
worst max register to register,memory[2][29],dout1[29],5
worst max-delay path,r1[3],dout1[29],6
[area by class of cell]
| cell class | count | area (um2) | share of cell area (%) |
|---|---|---|---|
| Timing Repair Buffer | 261 | 2600 | 4.58 |
| Clock inverter | 53 | 608 | 1.07 |
| Sequential cell | 1088 | 32000 | 56.4 |
| Clock buffer | 159 | 3180 | 5.59 |
| Tap cell | 1287 | 1610 | 2.83 |
| Multi-Input combinational cell | 2109 | 16800 | 29.5 |
[cell usage after synthesis]
cell type                  instances  area share (%)
sky130_fd_sc_hd__edfxtp_1       1024              61
sky130_fd_sc_hd__buf_6            45             1.0
sky130_fd_sc_hd__nand3b_1          5           0.075
sky130_fd_sc_hd__a31oi_1          64            0.80
sky130_fd_sc_hd__and2_1            2           0.025
sky130_fd_sc_hd__nand2_1         195             1.5
sky130_fd_sc_hd__nand2b_1          4           0.050
sky130_fd_sc_hd__a22o_1          128             2.2
sky130_fd_sc_hd__or2_2             2           0.025
sky130_fd_sc_hd__clkbuf_1         86            0.64
sky130_fd_sc_hd__or3_1             1           0.013
sky130_fd_sc_hd__nor3_1           64            0.64
sky130_fd_sc_hd__dfxtp_1          64             2.6
sky130_fd_sc_hd__nand3_1         194             1.9
sky130_fd_sc_hd__nor2b_1           4           0.050
sky130_fd_sc_hd__a22oi_1         192             2.9
sky130_fd_sc_hd__mux2i_1        1024              20
sky130_fd_sc_hd__buf_4            47            0.70
sky130_fd_sc_hd__or3b_2            3           0.052
sky130_fd_sc_hd__clkbuf_4          4           0.060
sky130_fd_sc_hd__a21oi_1         192             1.9
sky130_fd_sc_hd__nor2_1           35            0.26
sky130_fd_sc_hd__buf_1             1          0.0075
sky130_fd_sc_hd__buf_2            70            0.70
[cells by family after synthesis]
| group | count (synthesis) | share of synthesized area, % |
|---|---|---|
| flip-flops | 1088 | 64.0 |
| AND/OR/NAND/NOR | 509 | 4.59 |
| multiplexers | 1024 | 20.5 |
| AND-OR/OR-AND | 576 | 7.84 |
| buffers and inverters | 253 | 3.13 |
[worst reg2reg max path, stage by stage (launching register included)]
cell and delay [ps]:
sky130_fd_sc_hd__edfxtp_1 390, sky130_fd_sc_hd__mux2i_1 170, sky130_fd_sc_hd__a22o_1 160, sky130_fd_sc_hd__nor3_1 60, sky130_fd_sc_hd__a31oi_1 420, sky130_fd_sc_hd__nand3_1 260
[through the flow]
step / hold WS, ps / setup WS, ps / power, W / instance area [um2] / instances
final: 635 / 1860 / 0.0201 / 56800 / 4957
after global routing: 680 / 1840 / 0.0207 / 56800 / 4957
after CTS: 635 / 1930 / 0.0202 / 56800 / 4957
after detailed placement: 614 / 1220 / 0.0119 / 53000 / 4745
after global placement: 613 / 1250 / 0.0119 / 53000 / 4745
after floorplan: 579 / 1650 / 0.0111 / 50100 / 3450
[power by group]
| group | leakage (nW) | internal, W | switching [W] |
|---|---|---|---|
| sequential | 9.76 | 0.00994 | 0.000115 |
| combinational | 9.42 | 0.000666 | 0.00104 |
| clock | 1.84 | 0.00498 | 0.00340 |
| total | 21.0 | 0.0156 | 0.00456 |
[metal layers]
| layer | global-route usage [%] | part of all wire [%] | vias to the layer above |
|---|---|---|---|
| li1 | - | - | 13800 |
| met1 | 44.5 | 36 | 15600 |
| met2 | 47.8 | 46 | 1974 |
| met3 | 20.7 | 15 | 323 |
| met4 | 9.84 | 3.9 | 10 |
| met5 | 0.378 | 0.043 | - |
Power figures rest on the tool's default switching activity, not on a simulated workload.
